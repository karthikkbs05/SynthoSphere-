[/design/flow/design.v]
`timescale 1ns / 1ps
module bridge(
input clk,arvalid,res_n,
input [1:0]arburst,
input [3:0]arlen,
input [4:0]araddr,
output arready,
output reg [15:0]rdata,
output rresp,rlast,
input rready,
output rvalid,
output [2:0]PADDR,
input [15:0]PRDATA,
output PWRITE,PENABLE,PSEL1,PSEL2,PSEL3,PSEL4,
input PREADY
    );
    parameter IDLE = 3'b000,SETUP_M = 3'b001,SETUP_S = 3'b010,
              ACCESS_S = 3'b011,PREACCESS_M = 3'b100,ACCESS_M = 3'b101;
    reg [2:0]current_state,next_state=IDLE;
    reg [1:0]DWREQ = 0;
    reg [12:0]burst;
    reg [3:0]lenS;
    reg [3:0]lenM;
    reg [4:0]addr;
    reg [15:0]DDATA[15:0];
    reg [2:0]DADDR = 0;
    integer i = 0;
    reg last;
    always@(posedge clk,negedge res_n)
    begin
      if(!res_n)
        current_state <= IDLE;
      else 
        current_state <= next_state;
    end
    always@(arvalid,current_state,rready,PREADY)
    begin
      case(current_state)
        IDLE : begin
                 i = 0;
                 last = 0;
                 rdata = 0;
                 if(arvalid)
                   begin
                     next_state <= SETUP_M; 
                     DWREQ = 2'b01;
                   end
                 else
                     next_state <=IDLE;   
               end
        SETUP_M : begin
                    addr = araddr;
                    burst = arburst;
                    lenS = arlen; 
                    lenM = arlen + 1;
                    DADDR = addr % 8;
                    next_state <= SETUP_S;                   
                  end
        SETUP_S : begin
                    if(PREADY)
                      begin
                        DDATA[i] = PRDATA;
                        next_state <= ACCESS_S;
                      end 
                    else 
                      next_state <= SETUP_S;
                  end  
        ACCESS_S : begin
                     if(lenS != 0)
                       begin
                         case(burst)
                         2'b00 : DADDR = DADDR;
                         2'b01 : DADDR = DADDR + 1;
                         endcase 
                       lenS = lenS - 1;
                       i = i + 1;
                       next_state <= SETUP_S; 
                       end
                     else 
                       next_state <= PREACCESS_M;
                   end
        PREACCESS_M : begin
                        if(rready)
                          next_state <= ACCESS_M;
                        else 
                          next_state <= PREACCESS_M; 
                      end 
        ACCESS_M : begin
                     if(lenM != 0)
                       begin
                         next_state <= PREACCESS_M;
                         if(lenM == 4'd1)
                           begin
                             last = 1;
                             next_state <= IDLE;
                           end
                         rdata = DDATA[i];
                         i = i - 1;
                         lenM = lenM - 1;
                       end
                     else 
                       next_state <= IDLE;
                   end
      endcase 
    end
    assign arready = (current_state == SETUP_M);
    assign PADDR = DWREQ[0] ? DADDR : 3'd0;
    assign PSEL1 = (current_state == SETUP_M || current_state == SETUP_S || current_state == ACCESS_S)?((addr >= 5'b00000 && addr <= 5'b00111) ? 1 : 0) : 0;
    assign PSEL2 = (current_state == SETUP_M || current_state == SETUP_S || current_state == ACCESS_S)?((addr >= 5'b01000 && addr <= 5'b01111) ? 1 : 0) : 0;
    assign PSEL3 = (current_state == SETUP_M || current_state == SETUP_S || current_state == ACCESS_S)?((addr >= 5'b10000 && addr <= 5'b10111) ? 1 : 0) : 0;
    assign PSEL4 = (current_state == SETUP_M || current_state == SETUP_S || current_state == ACCESS_S)?((addr >= 5'b11000 && addr <= 5'b11111) ? 1 : 0) : 0;
    assign PWRITE = (DWREQ[1] && (PSEL1 || PSEL2 || PSEL3 || PSEL4));
    assign PENABLE = (current_state == SETUP_S || current_state == ACCESS_S);
    assign rresp = (current_state == ACCESS_M);
    assign rlast = (rresp && last);
    assign rvalid = (current_state == ACCESS_M);
endmodule
[/design/flow/run.sh]
#!/bin/bash
# OpenROAD 26Q1-2900-gdf79404cd8, Yosys 0.63+post, stock flow scripts
make -C /OpenROAD-flow-scripts/flow DESIGN_CONFIG=/design/flow/config.mk WORK_HOME=/design/flow/orfs finish
[/design/flow/config.mk]
export PLATFORM = sky130hd
export DESIGN_NAME = bridge
export DESIGN_NICKNAME = bridge
export VERILOG_FILES = /design/flow/design.v
export SDC_FILE = /design/flow/constraint.sdc
export NUM_CORES = 4
export LEC_CHECK = 1
export CORE_UTILIZATION = 30
[/design/flow/constraint.sdc]
current_design bridge

set clk_period 3.9
set clk_io_pct 0.2

create_clock -name clk0 -period $clk_period [get_ports {clk}]

set non_clock_inputs [all_inputs -no_clocks]
set_input_delay [expr $clk_period * $clk_io_pct] -clock clk0 $non_clock_inputs
set_output_delay [expr $clk_period * $clk_io_pct] -clock clk0 [all_outputs]
==> summary.txt <==
yosys + openroad results -> run status=finished clean, CP max stage cell=dfrtp_1, Setup TNS=0 ps, drt wl/cell=18.3 microns, RSZ-0062 raised after global routing=false, Worst EP arrival=2320 ps, postcts setup bufs=0, final setup vio count=0, register pins left without a clock=296, Via density=5.15, CP max stage delay=630 ps, fraction of layout cells with a size suffix above 1=4.58%, Tcrit/Tclk final=79.6%, P&R area growth vs syn=10.2%, OpenROAD warnings=27, CTS tree=built, Iter 0 DRT Violations=304, crit start category=flip-flop, Distinct cells, synth=71, crit-path cells=inv_1 > or2_1 > inv_2 > buf_4 > clkdlybuf4s50_1, Die Width=166 microns, Max Slew Vio Count=0, Top cells excl fill/tap=dlxtn_1 (288), clkdlybuf4s50_1 (59), a21oi_1 (43), fraction of registers with async set/reset=1.00%, fp util=30.7%, Synth area leader=dlxtn_1, Worst Max-Slew Pin Slew=902 ps, Synth Cell Area=8040 sq um, min Tclk post-route=3100 ps, GRT Total Usage=16.2%, relative slew slack=39.7%, first-pass GRT wire length=33.9 mm, yosys stat cell total=842, biggest area cells=dlxtn_1 (54%), mux2i_1 (2.9%), a21oi_1 (2.7%), a221oi_1 (2.2%), nand2_1 (2.0%), endpoints left unconstrained=317, Die Height=166 microns, Port Buf Inserts=59, Required @ worst endpoint=3120 ps, final wirelength=21.7 mm, Worst VDD drop=0.0904 mV, vias=6,108, Hold-fix buffers, CTS=0, IO Pins=61, total CTS buffers=3, Post-synth EDFFs=0, Max-Cap Viols=0, H-tree depth=1, most numerous logic cell after layout=dlxtn_1, pwr dens=60.0 nW/um^2, die area=27,500 sq um, gp weighted congestion=0.861, HPWL after DPL=13.8 mm, crit-path max FO=16, iteration tally of the first detailed-router pass=21, Core ar.=26,200 sq um, Tot Pwr=0.531 mW, n_diodes=0, std cell rows=59, clk root buf=clkbuf_16, GRT overflow=0, Crit Path Class=flip-flop to output pin, Gate Count Post-Synth=842, min-delay worst type=input port to asynchronous set/reset pin, Gate Area=3130 sq um, post-CTS sizing=0, Worst setup EP type=output pin, Synth warnings=79, initial antenna violation count=0, drt drc=0, Avg Cell Area, Syn=9.55 sq um, Final ANT Viol Nets=0, Clk pin slew, worst setup/hold paths=30 ps, filler instances=2,604, Flops after synth=299, leak pwr=3.79 nW, register area=4530 sq um, final number of hold-violating endpoints=0, vias in the first global route=5,645, largest net degree at the start of global routing=78, Clock Path Buffers=2, YS chip area=8040 sq um, Max Clock Freq=322 MHz, dominant register cell=dlxtn_1, Top-area cell share=54.5%
worst max-delay path: cells and delay by family (launching register included):
kind | cells | cell delay (ps)
buffers and inverters | 4 | 1090
DFF | 1 | 630
and+or+nand+nor | 1 | 380
per-stage QoR:
step / cells / util [%] / area, sq um / hold WS, ps / worst slack [ps]
6_report: 1187 / 33.8 / 8860 / 737 / 796
5_1_grt: 1187 / 33.8 / 8860 / 748 / 660
4_1_cts: 1187 / 33.8 / 8860 / 742 / 807
3_5_place_dp: 1183 / 33.5 / 8780 / 973 / 1040
3_3_place_gp: 1183 / 33.5 / 8780 / 970 / 1080
2_1_floorplan: 842 / - / 8040 / 484 / 1870
where the power goes:
group | switching [mW] | total, mW | leakage (nW) | internal [mW]
Combinational | 0.0637 | 0.128 | 1.31 | 0.0644
Sequential | 0.0322 | 0.239 | 2.44 | 0.206
Clock | 0.0296 | 0.165 | 0.0382 | 0.135
Total | 0.125 | 0.531 | 3.79 | 0.406
synthesized netlist by cell type, types with 10 or more instances:
master	count
dlxtn_1	292
a21oi_1	43
nand2_1	42
o21ai_0	29
nand3_1	27
buf_2	26
and3_1	23
mux2i_1	23
nor2_1	23
clkbuf_1	21
nand3b_1	21
a221oi_1	20
nor2b_1	18
o22ai_1	16
or3b_1	12
a31oi_1	11
and2_1	11
inv_1	11
nand2b_1	10
or3b_2	10
kinds of logic after synthesis:
logic type                 synth area share, %
DFF                                      0.934
muxes                                     3.84
and+or+nand+nor                           17.0
other                                   0.0934
xor gates and xnor gates                 0.981
latches                                   55.2
buffers and inverters                     4.90
adders and majority gates                 1.49
AOI/OAI and AO/OA                         15.5
state kept, by name, summed over array words and instances, names as in the netlist:
register,count
DDATA,256
rdata,16
i,4
lenM,4
lenS,4
DADDR,3
current_state,3
next_state,3
addr,2
burst,2
DWREQ,1
last,1
area by class of cell:
class | count | area share, %
Sequential cell | 299 | 51.1
Multi-Input combinational cell | 468 | 35.3
Timing Repair Buffer | 69 | 7.51
Tap cell | 335 | 4.73
Clock buffer | 4 | 0.890
Inverter | 12 | 0.508
path summary, 6_finish.rpt:
path / start / to
min in group clk0: current_state[1] / PENABLE
max in group asynchronous: res_n / current_state[2]
max: current_state[2] / rresp
min: res_n / current_state[1]
layer usage:
| layer | share of wire, % | GRT usage, % | vias up |
|---|---|---|---|
| li1 | - | - | 2990 |
| met2 | 45 | 25.2 | 168 |
| met5 | 0 | 0 | - |
| met3 | 5.9 | 2.82 | 18 |
| met4 | 0.88 | 1.26 | 0 |
| met1 | 48 | 25.1 | 2932 |
Power figures rest on the tool's default switching activity, not on a simulated workload.
